==> ./design.v <==
module mux_MemtoReg(Out,Sel,In0,In1,In2,In3,In4,In5,In6,In8); 
input [31:0] In0,In1,In2,In3,In4,In5,In6,In8;  
input [3:0] Sel;  
output [31:0] Out;  
reg [31:0] Out; 
reg [31:0] In7;
initial begin
    In7[31:0] = 32'b00000000000000000000000011100011;  
end
always @ (In0 or In1 or In2 or In3 or In4 or In5 or In6 or In7 or In8 or Sel) 
begin 
 case (Sel) 
  4'b0000 : Out = In0; 
  4'b0001 : Out = In1; 
  4'b0010 : Out = In2; 
  4'b0011 : Out = In3; 
  4'b0100 : Out = In4; 
  4'b0101 : Out = In5; 
  4'b0110 : Out = In6; 
  4'b0111 : Out = In7; 
  4'b1000 : Out = In8; 
  default : Out = 31'bx; 
 endcase 
end  
endmodule
==> ./run.sh <==
#!/bin/bash
# OpenROAD 26Q1-2900-gdf79404cd8, Yosys 0.63+post, stock flow scripts
make -C /OpenROAD-flow-scripts/flow DESIGN_CONFIG=/design/flow/config.mk WORK_HOME=/design/flow/orfs finish
==> ./config.mk <==
export PLATFORM = sky130hd
export DESIGN_NAME = mux_MemtoReg
export DESIGN_NICKNAME = mux_MemtoReg
export VERILOG_FILES = /design/flow/design.v
export SDC_FILE = /design/flow/constraint.sdc
export NUM_CORES = 4
export LEC_CHECK = 1
export CORE_AREA = 10 10 120 120
export DIE_AREA = 0 0 130 130
==> ./constraint.sdc <==
current_design mux_MemtoReg

set clk_period 6.3
set clk_io_pct 0.2

create_clock -name clk0 -period $clk_period

set non_clock_inputs [all_inputs -no_clocks]
set_input_delay [expr $clk_period * $clk_io_pct] -clock clk0 $non_clock_inputs
set_output_delay [expr $clk_period * $clk_io_pct] -clock clk0 [all_outputs]
==> CHANGELOG.md <==
### Metrics

- Most frequent logic cell in the layout: clkdlybuf4s50_1
- Syn_area_per_cell: 7.47 um2
- Die y size: 130 um
- PostCTS Resize Cnt: 0
- First-pass GRT wire length: 23.5 mm
- Setup Slack @ Placement: 1.30 ns
- Post-Syn Area: 2100 um2
- PnR worst setup slack: 1.41 ns
- Max Clk Rate: 204 MHz
- Leakage: 0.00194 uW
- Postcts setup bufs: 0
- Final Core Density: 42.5%
- Wirelength per Cell: 23.8 um
- Final hold violation count: 0
- Share of layout cells above drive strength 1: 4.18%
- Worst Setup End Kind: primary output
- Gr usage total: 18.1%
- Io pins: 292
- TNS Setup: 0 ns
- Metal3 WL: 1.50 mm
- Max VDD drop: 0.0266 mV
- Critical Path Max Stage Delay: 0.59 ns
- Yosys warnings: 1
- Flip-flops: 0
- Hold path endpoint: Out[2]
- Type of the worst setup path: in2out
- DRT Pass-1 Iters: 6
- Largest type area fraction: 24.3%
- IO Port Bufs: 292
- GRT Residual Overflow: 0
- CORE AREA: 11900 um2
- Post-synth top area cell: mux2i_1
- Die Area: 16900 um2
- Final max-slew violation count: 0
- CP Max Fanout: 33
- Post-synth seq share: 0%
- Hold WC Path Type: in2out
- Fin crit period: 4.89 ns
- Initial Util: 17.6%
- DRC viols: 0
- Worst relative slew slack: 45.0%
- Detail Route Antenna Nets: 0
- WL met2: 8.18 mm
- Vias in the first global route: 3936
- Status: complete, no violations
- Pwr Density: 67.5 nW/um2
- Top cells by area: mux2i_1 (24%), a22o_1 (13%), a22oi_1 (7.9%)
- Largest net degree at the start of global routing: 34
- Final instance area: 5060 um2
- Vias after detailed routing: 3609
- Unrepaired setup endpoints after global routing: no
- Cycle use final: 77.7%
- Cell Rows: 40
- Hold Buf Count CTS: 0
- Vias/cell: 5.18
- # Cells Yosys: 281
- Die Wd: 130 um
- Worst path slowest cell: and2b_1
- Post-Synthesis Cells: 281
- CLK BUF: 0
- Worst EP required: 5.04 ns
- Worst hold stages: 3
- CP Cell Sequence: buf_2 > and2b_1 > nand2_1 > o22ai_1 > a211o_1 > clkdlybuf4s50_1
- Most instantiated logic cells after routing: clkdlybuf4s50_1 (288), mux2i_1 (51), a22o_1 (32), o22ai_1 (25), a22oi_1 (22)
- Fill cell count: 1196
- Critical Path AT: 3.63 ns
- Ant diodes: 0
- Max Cap Viol: 0
- Area Growth Syn to Fin: 141%
- Placed Area: 5060 um2
- Register area: 0 um2
- Final Setup Violations: 0
- GPL Wtd Cong: 0.918
- YS chip area: 2100 um2
- HP Start: Sel[3]
- Worst-Margin Slew: 0.824 ns
- CP Launch Type: input port
- Initial antenna violation count: 0
- Met1 wire length: 6.65 mm
- Yosys cell types: 38
- WL final: 16.6 mm
- Pwr Total: 342 uW
- Dpl hpwl: 14.1 mm
- 1st-iter DRT viols: 257
- Top sig layer: met4
- Tool warnings: 32
-- logic make-up (layout without fill, tap and decap cells) --
group	count (synthesis)	after routing	share of synthesized area, %
AOI/OAI and AO/OA	131	131	49.3
buffers and inverters	35	304	9.48
and+or+nand+nor	60	60	14.7
muxes	55	55	26.5
-- metrics by stage --
step	instances	hold slack (ns)
floorplan	281	2.60
global placement	697	3.46
detailed placement	697	3.48
CTS	697	3.50
global route	697	3.57
finish	697	3.48
-- worst max path at each step --
stage / cells past startpoint / startpoint / slack, ns / end
6_report: 6 / Sel[1] / 1.41 / Out[8]
5_1_grt: 6 / Sel[1] / 1.19 / Out[4]
4_1_cts: 6 / Sel[1] / 1.31 / Out[8]
-- worst max-delay path, delay by kind of cell --
family,cells,cell delay [ns]
buffers and inverters,2,1.01
AND/OR/NAND/NOR,2,0.96
AND-OR/OR-AND,2,0.39
-- synth_stat cells (4+ instances only) --
| cell | n |
|---|---|
| a221oi_1 | 4 |
| a22oi_1 | 22 |
| o32a_1 | 5 |
| clkbuf_1 | 10 |
| buf_6 | 4 |
| mux2_2 | 4 |
| nor2_1 | 9 |
| a222oi_1 | 10 |
| mux2i_1 | 51 |
| and2_1 | 4 |
| nand2_1 | 15 |
| o21ai_0 | 4 |
| a22o_1 | 32 |
| nor3_1 | 6 |
| buf_2 | 9 |
| nand3_1 | 4 |
| buf_4 | 7 |
| o22ai_1 | 25 |
| nor2b_1 | 5 |
| o221ai_1 | 13 |
| a21oi_1 | 7 |
-- layer usage --
metal / up-vias / track usage (%)
li1: 1723 / -
met3: 16 / 4.81
met1: 1677 / 22.5
met2: 193 / 31.7
met5: - / 0
met4: 0 / 1.65
-- layout make-up --
class / instances / area (um2) / area share [%]
timing repair buffer: 299 / 2960 / 58.4
multi-input combinational: 246 / 1900 / 37.6
tap: 147 / 184 / 3.64
inverter: 5 / 18.8 / 0.371
-- power by group --
group | switching (uW) | internal (uW) | total [uW]
Combinational | 111 | 230 | 342
Clock | 0 | 0 | 0
Sequential | 0 | 0 | 0
Power and IR drop assume default switching activity.
