--- /design/flow/design.v ---
module mux_PCSrc(Out,Sel,In0,In1,In2,In3,In4); 
input [31:0] In0,In1,In2,In3,In4;  
input [2:0] Sel;  
output [31:0] Out;  
reg [31:0] Out; 
always @ (In0 or In1 or In2 or In3 or In4 or Sel) 
begin 
 case (Sel) 
  3'b000 : Out = In0; 
  3'b001 : Out = In1; 
  3'b010 : Out = In2; 
  3'b011 : Out = In3; 
  3'b100 : Out = In4; 
  default : Out = 31'bx; 
 endcase 
end  
endmodule
--- /design/flow/run.sh ---
#!/bin/bash
# OpenROAD 26Q1-2900-gdf79404cd8, Yosys 0.63+post, stock flow scripts
make -C /OpenROAD-flow-scripts/flow DESIGN_CONFIG=/design/flow/config.mk WORK_HOME=/design/flow/orfs finish
--- /design/flow/config.mk ---
export PLATFORM = sky130hd
export DESIGN_NAME = mux_PCSrc
export DESIGN_NICKNAME = mux_PCSrc
export VERILOG_FILES = /design/flow/design.v
export SDC_FILE = /design/flow/constraint.sdc
export NUM_CORES = 4
export LEC_CHECK = 1
export CORE_AREA = 10 10 84 84
export DIE_AREA = 0 0 94 94
--- /design/flow/constraint.sdc ---
current_design mux_PCSrc

set clk_period 4.4
set clk_io_pct 0.2

create_clock -name clk0 -period $clk_period

set non_clock_inputs [all_inputs -no_clocks]
set_input_delay [expr $clk_period * $clk_io_pct] -clock clk0 $non_clock_inputs
set_output_delay [expr $clk_period * $clk_io_pct] -clock clk0 [all_outputs]
==> changes_impl.md <==
### Implementation results

* Row Count at 26
* Syn_area_per_cell at around 8.5 sq um
* CP max stage delay at 0.51 ns
* RSZ-0062 raised after global routing: false
* Cell Count, Final, Fillers Out at 412
* Largest net degree at the start of global routing at 27
* Die width at 94 um
* Placed Cells incl. Taps at ~410
* Area leader share at 0.303
* CP max stage cell: clkdlybuf4s50_1
* Peak supply drop at 52.9 uV
* Gr ovfl total at 0
* Outcome: finished clean
* Crit path time final at 3.75 ns
* Ports at just under 200
* Hold Violations, Final at 0
* Fp_density at 0.257
* Kind of cell adding the most delay to the critical path: buffers and inverters
* Drc violations at 0
* Hold buffers post-CTS at 0
* CP Class: primary input to output pin
* WL per Instance at 21.6 um
* Switch Pwr at between 0.09 and 0.1 mW
* Hold Crit Class: primary input to output pin
* Post-CTS Resized at 0
* Die area at 8840 sq um
* Log Warnings at 33
* DR vias/cell at 5.23
* Layout cells sized above 1 at 0.140
* Flops at 0
* Die Height at 94 um
* Fmax at 267 MHz
* Final setup viols at 0
* Post-CTS setup buffers at 0
* Power per cell area at around 98 nW/um^2
* DP HPWL at 7.53 mm
* Clk pwr share at 0
* Slew @ Worst Pin at 0.751 ns
* Post-Syn Instances at roughly 160
* Slew Viols, Final at 0
* Post-layout period usage at 0.851
* Int Pwr at 0.234 mW
* Number of global-route vias before repair at 2433
* First-pass GRT wire length at 13.6 mm
* FF/Latch Area at 0 sq um
* Lkg Pwr at 1.22 nW
* Yosys Instances at 158
* Total number of vias at 2155
* Crit-path most repeated cell: clkdlybuf4s50_1
* Mapped Area at 1340 sq um
* Syn. warnings at 1
* Final Total Pwr at 0.325 mW
* Initial antenna violation count at 0
* Clock buffers at 0
* Initial DRC count at 91
* Final GP Congestion at 0.845
* Seq share, synth at 0
* Overall routing resource usage at 0.193
* Maxcap violations at 0
* Slew headroom at 0.499
* Synth cell types at 20
* Ant. Diodes at 0
* Net Sw Frac at 0.281
* Yosys Chip Area at 1340 sq um
* Top cells, area: mux2_4, a32oi_1, a22oi_1
* Area grow syn2layout at 147%
* Buffers on Ports at slightly below 200
* Critical path cell sequence: clkdlybuf4s50_1 > nor2_2 > buf_4 > a32oi_1 > o21ai_1 > clkdlybuf4s50_1
* Max FO, Critical Path at 12
* Detail Route Antenna Nets at 0
* Required time of the critical path at 3.52 ns
* Core footprint at roughly 5200 sq um
* Crit path launch type: primary input
* Combinational share of power at 1.000
* FILL cells at 439
* Sequential share of power at 0
* Nature of the critical path endpoint: output pin
* WL final at 8.89 mm
* Area leader, netlist: mux2_4
* Buffers plus inverters on the worst setup path at 3
* Setup TNS at 0 ns
* WHS at 2.58 ns
* Worst path arrival time at 2.87 ns
* Pre-antenna DRT Iters at 4
==> cell usage in the layout (no fill, tap or decap), drive strengths merged <==
cell type and instances:
inv 1, and2b 1, nor2 1, clkdlybuf4s50 194, nand2 1, mux2 32, o21ai 31, buf 13
nand3 2, a22oi 31, or3 1, a32oi 31, nor2b 2, mux2i 1
==> power by group through the flow <==
stage / sequential (mW) / clock, mW / combinational, mW
4_1_cts: 0 / 0 / 0.328
5_1_grt: 0 / 0 / 0.351
6_report: 0 / 0 / 0.325
==> Yosys cell counts <==
library cell,number
a22oi_1,31
a32oi_1,31
and2b_1,1
buf_12,2
buf_2,10
buf_4,3
buf_6,1
buf_8,1
clkbuf_1,6
inv_1,1
mux2_2,5
mux2_4,27
mux2i_1,1
nand2_1,1
nand3_1,2
nor2_1,1
nor2b_1,2
o21ai_0,1
o21ai_1,30
or3_1,1
==> cells by family (layout without fill, tap and decap cells) <==
logic type	Yosys count	in the layout	synth area share
AOI/OAI and AO/OA	93	93	0.492
buffers and inverters	24	208	0.123
muxes	33	33	0.352
and+or+nand+nor	8	8	0.0327
==> layer usage <==
layer,part of all wire,global-route usage,vias up
met1,0.38,0.219,997
met4,0.011,0.0190,0
met3,0.13,0.0937,6
li1,-,-,1041
met5,0,0,-
met2,0.48,0.329,111
==> final timing paths <==
path	startpoint	end	slack, ns	cells past startpoint
setup / recovery	Sel[2]	Out[20]	0.65	6
hold / removal	Sel[0]	Out[23]	2.58	4
==> stage by stage <==
stage,worst slack (ns),area [sq um],util
floorplan,1.88,1340,-
global placement,0.690,3310,0.636
detailed placement,0.670,3310,0.636
CTS,0.673,3310,0.636
global route,0.522,3310,0.636
finish,0.654,3310,0.636
==> layout make-up <==
| class | instances | area [sq um] | area share |
|---|---|---|---|
| timing repair buffer | 207 | 2040 | 0.615 |
| multi-input combinational | 134 | 1180 | 0.357 |
| tap | 70 | 87.6 | 0.0265 |
| inverter | 1 | 3.75 | 0.00113 |
No activity file was given, so power comes from the tool's default toggle rates.
