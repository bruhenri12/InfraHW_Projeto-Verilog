`design/flow/run.sh`:
```
#!/bin/bash
# OpenROAD 26Q1-2900-gdf79404cd8, Yosys 0.63+post, stock flow scripts
make -C /OpenROAD-flow-scripts/flow DESIGN_CONFIG=/design/flow/config.mk WORK_HOME=/design/flow/orfs finish
```
`design/flow/config.mk`:
```
export PLATFORM = sky130hd
export DESIGN_NAME = mux_IorD
export DESIGN_NICKNAME = mux_IorD
export VERILOG_FILES = /design/flow/design.v
export SDC_FILE = /design/flow/constraint.sdc
export NUM_CORES = 4
export LEC_CHECK = 1
export CORE_AREA = 10 10 72 72
export DIE_AREA = 0 0 82 82
```
`design/flow/constraint.sdc`:
```
current_design mux_IorD

set clk_period 7.0
set clk_io_pct 0.2

create_clock -name clk0 -period $clk_period

set non_clock_inputs [all_inputs -no_clocks]
set_input_delay [expr $clk_period * $clk_io_pct] -clock clk0 $non_clock_inputs
set_output_delay [expr $clk_period * $clk_io_pct] -clock clk0 [all_outputs]
```
`design/flow/design.v`:
```
module mux_IorD(Out,Sel,In0,In1,In5,In6); 
input [31:0] In0,In1,In5,In6;  
input [2:0] Sel;  
output [31:0] Out;  
reg [31:0] Out; 
reg [31:0] In2,In3,In4;  
initial begin
    In2[31:0] = 32'd253;  
    In3[31:0] = 32'd254;  
    In4[31:0] = 32'd255;  
end
always @ (In0 or In1 or In2 or In3 or In4 or In5 or In6 or Sel) 
begin 
 case (Sel) 
  3'b000 : Out = In0; 
  3'b001 : Out = In1; 
  3'b010 : Out = In2; 
  3'b011 : Out = In3; 
  3'b100 : Out = In4; 
  3'b101 : Out = In5; 
  3'b110 : Out = In6; 
  default : Out = 31'bx; 
 endcase 
end  
endmodule
```
==> summary.txt <==
max-cap violations: 0
Adder Share, Synth: 0
Worst path most repeated cell: clkdlybuf4s50_1
Seq cells: 0
Simple-Gate Area Share: 0.0665
critical path cell sequence: clkdlybuf4s50_1 > nor2b_2 > buf_4 > a22oi_1 > o22ai_1 > clkdlybuf4s50_1
# IOs: 163
Post-CTS Setup Bufs: 0
PwrDens: 61.7 mW/mm²
post-cts sizing count: 0
largest net degree at the start of global routing: 37
grt ovf: 0
total negative slack: 0 ns
Via density: 5.23
vias in the first global route: 1756
Startpoint Class: input pin
Die W: 82 µm
n_diodes: 0
worst min path class: input pin to output pin
yosys synthesis chip area: 0.00124 mm²
Top Layout Cells: 162 x clkdlybuf4s50_1, 31 x mux2i_1, 20 x a22oi_2, 20 x o22ai_2, 10 x o22ai_1
critical path capture point: Out[27]
antenna-violating nets left: 0
Yosys warning count: 1
Highest Clock Rate: 194 MHz
Netlist cell types: 20
Detailed Routing Iterations Pass 1: 4
max-slew violations: 0
# Cells Yosys: 128
Critical Path AT: 3.76 ns
XORs/XNORs by Area: 0
Slew HR: 0.417
Tmin final: 5.16 ns
Sequential Area: 0 µm²
FP Rows: 22
post-route core utilization: 0.758
Wirelength per Cell: 20.7 µm
most numerous logic cell after layout: clkdlybuf4s50_1
first-pass GRT wire length: 9620 µm
CP max stage cell: clkdlybuf4s50_1
fp_density: 0.336
Crit path largest cell delay: 0.63 ns
DR iter-0 viols: 81
DP Area: 0.00280 mm²
cell leakage power: 1.01 nW
CP top delay family: buffers and inverters
worst-path fanout max: 15
status: completed
input/output buffers: 163
Final Instance Area: 0.00280 mm²
cells after synthesis: 128
initial antenna violation count: 0
dpl hpwl: 5850 µm
Complex Gates by Area: 0.541
worst vdd ir: 0.0358 mV
Req. time, crit path: 5.60 ns
Layout clock buffers: 0
synthesized cell area: 0.00124 mm²
Vias: 1705
chip height: 82 µm
Syn Area/Cell: 9.70 µm²
Setup CP Type: input pin to output pin
Synth logic family: AND-OR/OR-AND gates
Buf/Inv on CP: 3
Worst path depth: 6
Final setup viols: 0
crit end category: output pin
fill count: 284
# DRC: 0
share of post-route cells with drive strength above 1: 0.169
OpenROAD warning count: 33
hold_ws: 3.58 ns
Synth Seq Share: 0
Placeable Area: 0.00369 mm²
Critical Path Source: Sel[1]
die area: 0.00672 mm²
Routability Congestion: 0.850
Post-Route WL: 6740 µm
worst slew pin tran: 0.875 ns
Final Hold Vio Count: 0
area growth from synthesis to layout: 125%
RSZ-0062 raised after global routing: no
total track usage: 0.181
hold buffer count at CTS: 0
mux frac, synth: 0.250
Tcrit/Tclk final: 0.737
==> cell families after synthesis <==
family	after synthesis
buffers and inverters	20
AOI/OAI and AO/OA	64
muxes	31
and+or+nand+nor	13
==> Yosys cell counts, drive strengths merged <==
| cell | count | share of area |
|---|---|---|
| a211oi | 2 | 0.012 |
| a222oi | 1 | 0.0081 |
| a22oi | 29 | 0.26 |
| buf | 17 | 0.13 |
| clkinv | 3 | 0.0091 |
| mux2i | 31 | 0.25 |
| nand3 | 2 | 0.0081 |
| nor2 | 1 | 0.0030 |
| nor2b | 8 | 0.046 |
| nor3 | 1 | 0.0040 |
| o211ai | 1 | 0.0061 |
| o221ai | 1 | 0.0071 |
| o22ai | 30 | 0.25 |
| or2 | 1 | 0.0050 |
==> worst min-delay path by stage <==
stage,cells after the start,start,slack [ns],endpoint
final,4,Sel[0],3.58,Out[1]
after global routing,4,Sel[0],3.61,Out[1]
after CTS,4,Sel[0],3.58,Out[1]
==> cell type report <==
class | instances | area, µm² | area share
repair buffers | 167 | 1660 | 0.593
multi-input cells | 108 | 1070 | 0.382
well taps | 48 | 60.1 | 0.0215
inverters | 3 | 11.3 | 0.00403
==> per-layer routing <==
metal,GRT usage,share of wire
met5,0,0
met4,0,0
met3,0.0991,0.14
met2,0.314,0.50
met1,0.203,0.36
==> stage by stage <==
stage | setup WS [ns] | total power [mW] | instances
5_1_grt | 1.67 | 0.185 | 326
3_3_place_gp | 1.85 | 0.173 | 326
4_1_cts | 1.82 | 0.175 | 326
3_5_place_dp | 1.83 | 0.174 | 326
6_report | 1.84 | 0.172 | 326
2_1_floorplan | 3.46 | 0.0647 | 128
==> power breakdown <==
group	total, mW	internal, mW	switching (mW)
logic	0.172	0.120	0.0528
registers	0	0	0
clock network	0	0	0
Power figures rest on the tool's default switching activity, not on a simulated workload.
